--- flow/design.v ---
module message_gen_channel # (
    parameter integer PCODE_LEN = 40920,
    parameter integer PCODE_REPEATS = 10,
    parameter integer MESSAGE_LEN = 120
) (
    input           clk,
    input           rst,
    input  signed [11:0]        pcode_hval,
    input  signed [11:0]        pcode_lval,
    input [$clog2(MESSAGE_LEN)-1:0] msg_addr,     
    input                           pcode_val_i,  
    input                           pcode_val_q,  
    input               sys_time_sync_done,
    input [5:0]         sys_utc_time_second,
    input [5:0]         sys_utc_time_minute,
    input [4:0]         sys_utc_time_hour,
    input [4:0]         sys_utc_time_day,
    input [3:0]         sys_utc_time_month,
    input [7:0]         sys_utc_time_year,
    input               msg_wr_clk,
    input               msg_wr_en,
    input [3:0]         msg_wr_strb,
    input [7:0]         msg_offset,
    input [31:0]        msg_data,
    input               tstamp_patch_en,
    input               message_i_enable,
    input               message_q_enable,
    input                       dac_valid,
    output reg signed [11:0]    dac_data_i,
    output reg signed [11:0]    dac_data_q
);
    logic [$clog2(MESSAGE_LEN)-1:0] msg_addr_d1;  
    logic [7:0]  msg_rd_data;  
    logic [7:0]  msg_tstamp_patch;  
    logic [7:0]  msg_tstamp_patch_ena;  
    logic [7:0]  msg_parallel;  
    assign msg_parallel = (msg_tstamp_patch_ena & msg_tstamp_patch) | (~msg_tstamp_patch_ena & msg_rd_data);
    message_memory i_msg_mem (
        .msg_wr_clk,
        .clk,
        .rst,
        .msg_wr_en,
        .msg_wr_strb,
        .msg_offset,
        .msg_data,
        .rd_addr({4'b0, msg_addr[6:3]}),
        .rd_data(msg_rd_data)
    );
    wire [1:0] message = {1'b0, msg_parallel[msg_addr_d1[2:0]]};  
    always @(posedge clk or posedge rst) begin
        if (rst) begin
            msg_tstamp_patch <= 0;
            msg_tstamp_patch_ena <= 0;
        end else begin
            if (tstamp_patch_en) begin
                case (msg_addr[6:3])
                    0: begin
                        msg_tstamp_patch <= {sys_utc_time_minute[0+:2], sys_utc_time_second[0+:6]};
                        msg_tstamp_patch_ena <= 8'hff;
                    end
                    1: begin
                        msg_tstamp_patch <= {sys_utc_time_hour[0+:4], sys_utc_time_minute[2+:4]};
                        msg_tstamp_patch_ena <= 8'hff;
                    end
                    2: begin
                        msg_tstamp_patch <= {sys_utc_time_month[0+:2], sys_utc_time_day[0+:5], sys_utc_time_hour[4]};
                        msg_tstamp_patch_ena <= 8'hff;
                    end
                    3: begin
                        msg_tstamp_patch <= {sys_utc_time_year[0+:6], sys_utc_time_month[2+:2]};
                        msg_tstamp_patch_ena <= 8'hff;
                    end
                    4: begin
                        msg_tstamp_patch <= {6'b0, sys_utc_time_year[6+:2]};
                        msg_tstamp_patch_ena <= 8'b00000011;
                    end
                    default: begin
                        msg_tstamp_patch <= 0;
                        msg_tstamp_patch_ena <= 0;
                    end
                endcase  
            end else begin
                msg_tstamp_patch <= '0;
                msg_tstamp_patch_ena <= 8'h00;
            end
        end
    end
    always @(posedge clk or posedge rst) begin
        if (rst) begin
            msg_addr_d1 <= 0;
        end else begin
            msg_addr_d1 <= msg_addr;
        end
    end
    always @(posedge clk or posedge rst) begin
        if (rst) begin
            dac_data_i <= 0;
            dac_data_q <= 0;
        end else begin
            if (message_i_enable) begin
                if (message[0] ^ pcode_val_i) begin
                    dac_data_i <= pcode_hval;
                end else begin
                    dac_data_i <= pcode_lval;
                end
            end else begin
                dac_data_i <= 0;
            end
            if (message_q_enable) begin
                if (message[1] ^ pcode_val_q) begin
                    dac_data_q <= pcode_hval;
                end else begin
                    dac_data_q <= pcode_lval;
                end
            end else begin
                dac_data_q <= 0;
            end
        end
    end
endmodule : message_gen_channel
module message_memory (
    input           msg_wr_clk,
    input           clk,
    input           rst,
    input               msg_wr_en,
    input [3:0]         msg_wr_strb,
    input [7:0]         msg_offset,
    input [31:0]        msg_data,
    input [7:0]         rd_addr,
    output logic [7:0]  rd_data
);
    logic [7:0]         memory[256];
    always_ff @(posedge msg_wr_clk) begin
        if (msg_wr_en) begin
            for (int i = 0; i < 4; i++) begin
                memory[{msg_offset, i[1:0]}] <= msg_data[i*8+:8];
            end
        end
    end
    always_ff @(posedge clk) begin
        rd_data <= memory[rd_addr];
    end
endmodule : message_memory
--- flow/config.mk ---
export PLATFORM = sky130hd
export DESIGN_NAME = message_gen_channel
export DESIGN_NICKNAME = message_gen_channel
export VERILOG_FILES = /design/flow/design.v
export SDC_FILE = /design/flow/constraint.sdc
export NUM_CORES = 4
export LEC_CHECK = 1
export CORE_UTILIZATION = 50
--- flow/run.sh ---
#!/bin/bash
# OpenROAD 26Q1-2900-gdf79404cd8, Yosys 0.63+post, stock flow scripts
make -C /OpenROAD-flow-scripts/flow DESIGN_CONFIG=/design/flow/config.mk WORK_HOME=/design/flow/orfs finish
--- flow/constraint.sdc ---
current_design message_gen_channel

set clk_period 2.9
set clk_io_pct 0.2

create_clock -name clk0 -period $clk_period [get_ports {clk}]
create_clock -name clk1 -period $clk_period [get_ports {msg_wr_clk}]

set non_clock_inputs [all_inputs -no_clocks]
set_input_delay [expr $clk_period * $clk_io_pct] -clock clk0 $non_clock_inputs
set_output_delay [expr $clk_period * $clk_io_pct] -clock clk0 [all_outputs]
==> run summary <==
The full implementation flow was run.

The maximum number of pins on one net before global-route repair stands at 38. Setup repair after global routing left no endpoint under its margin. In this run the post-CTS setup repair buffer count came out at 0. The unique cell type count in the Yosys netlist stands at 26. The power per standard cell area stands at 643 nW/um^2. For this block, the routed nets add up to 13500 um of wire.

Across the whole layout, storage elements account for 4930 sq um. The OpenROAD report gives the critical path a required time of 3.06 ns. The row count stands at 42. The sum of negative setup slack stands at 0 ns. The total overflow reported by the global router stands at 0. The global-route wire length before repair stands at 21400 um. The final count of negative-setup-slack endpoints stands at 0. For this run, the share of the core covered by cells in the final layout is 69.2%.

Once detailed placement completed, the half-perimeter wirelength came to 8440 um. The core footprint stands at 13300 sq um. The flow ran to the end, and the final reports show no timing, DRC or antenna violations. After detailed routing, the number of vias per cell comes to 5.36. Along the worst path, the maximum fanout reaches 18. Input and output buffers added on the ports amount to 134. The post-layout total power stands at 5920 uW. TritonCTS built the clock tree. The synthesized netlist was found by Yosys to have 363 cells. The post-detailed-route DRC marker count stands at 0. The number of gates resized after CTS was 0. The leakage component of the power was reported as 0.00330 uW. The routed length per placed instance stands at 19.0 um. The effective utilization at floorplan stands at 51.3%. The setup slack of the critical path after layout stands at 0.672 ns. Listed in order, past its start point the critical path passes buf_2, buf_4, mux4_2, mux4_2. The tool warning count stands at 35. The worst setup path is of the input pin to flop kind. The global-route total usage across every layer stands at 22.3%. The number of clock sinks came to 173. The yosys-reported design area after synthesis stands at 6820 sq um. Between the synthesized netlist and the finished layout, the area growth was recorded as 34.8%. The worst setup path is captured at a flop. The remaining max-slew budget at the tightest pin stands at 43.8%.

The setup slack at placement stands at 0.319 ns. The highest cell delay on the worst timing path stands at 0.52 ns. In the post-synthesis netlist, the biggest area contributors are edfxtp_1, dfrtp_1, mux4_2. By instance count, the cell type seen most on the critical path is mux4_2. In this run the vertical extent of the chip is 119 um. The first-pass iteration count of the detailed router stands at 7. After filler insertion, the fill cell instance count of the layout stands at 868. Synthesis handed over a netlist of 363 instances. The min-delay analysis places its worst path in the category input pin to asynchronous set/reset pin.

The number of global-route vias before repair was 4166. Between clock sinks in the finished design, the worst skew comes to 0.00449 ns. The clock-pin slew on the worst setup and hold paths stands at 0.06 ns.

The max-slew violation count stands at 0. By count the netlist is led by edfxtp_1, mux4_2, dfrtp_1. The horizontal die dimension stands at 119 um. The area of the chip stands at 14100 sq um. According to the timing report, the arrival time at the worst endpoint equals 2.38 ns. edfxtp_1 is the most common cell in the netlist. The iteration-0 DRC count of the detailed router stands at 193.

The synthesis report names the predominant flop master as edfxtp_1. The number of hold buffers added after cts stands at 0. The number of max-cap violations stands at 0. The proportion of synthesized flip-flops having asynchronous set or reset stands at 21.4%.

The synthesized flop and latch total stands at 173. The via count stands at 3792. The layout summary lists the proportion of cells stronger than drive strength 1 as 19.0%. The top cell type by area accounts for 56.3% of the synthesized area.

The synthesis log from Yosys contains 2 warnings. Per the gpl log, the routability congestion estimate is 0.791. The netlist area before placement stands at 6820 sq um. Endpoints failing hold in the final report were tallied at 0. The remaining number of nets flagged by the antenna check after routing stands at 0.

STA classifies the critical path startpoint as an input pin. 144 I/O pins were placed. The worst-margin pin slew stands at 0.841 ns. The cell type that accounts for the most area after synthesis is edfxtp_1. The portion of the post-synthesis area used by sequential elements stands at 72.2%. The final antenna diode count stands at 0. The timing report shows that the slowest cell on the worst path is mux4_2.

The number of enable flip-flop cells stands at 128. The initial antenna violation count stands at 0. Leaving out buffers and inverters, the combinational logic in the layout accounts for 1820 sq um.

The average cell area after synthesis stands at 18.8 sq um. Per the power-grid run, VDD falls by no more than 0.579 mV.
-- area by class of cell --
| type | count | share of cell area (%) |
|---|---|---|
| tap | 176 | 2.39 |
| multi-input combinational | 170 | 19.8 |
| sequential | 173 | 53.6 |
| inverter | 2 | 0.0816 |
| clock buffer | 23 | 6.02 |
| clock inverter | 17 | 2.09 |
| timing repair buffer | 147 | 16.1 |
-- registers in the layout (all words and copies together), names as in the netlist --
name,cells
msg_addr_d1,3
dac_data_i,12
msg_tstamp_patch,8
i_msg_mem.rd_data,8
msg_tstamp_patch_ena,2
dac_data_q,12
i_msg_mem.memory,128
-- worst paths after layout --
check                                                    to  slack (ns)  depth (start not counted)                         startpoint
setup / recovery               i_msg_mem.rd_data[2]$_DFF_P_        0.67                          4                        msg_addr[3]
hold / removal                      dac_data_q[0]$_DFF_PP0_        0.72                          3                                rst
setup reg to reg                    dac_data_i[0]$_DFF_PP0_        0.77                          6  msg_tstamp_patch_ena[6]$_DFF_PP0_
hold reg to reg                    dac_data_i[11]$_DFF_PP0_        0.85                          3           msg_addr_d1[1]$_DFF_PP0_
max in group clk1          i_msg_mem.memory[3][0]$_DFFE_PP_        1.03                          5                      msg_offset[2]
max in group asynchronous           dac_data_i[4]$_DFF_PP0_        1.86                          3                                rst
min in group clk0                  msg_addr_d1[0]$_DFF_PP0_        0.75                          1                        msg_addr[0]
min in group clk1          i_msg_mem.memory[6][0]$_DFFE_PP_        0.81                          1                       msg_data[16]
-- cells in the final DEF, fill, tap and decap left out --
cell and instances:
a22oi_1 10, buf_12 4, clkinv_2 6, bufinv_16 4, dfrtp_1 37, nor2b_1 15
nor3b_4 1, a222oi_1 1, nand2_1 33, clkbuf_16 22, clkinvlp_4 3, nor3_1 3
nor2_1 3, mux4_2 41, buf_4 9, and3_1 2, xnor2_1 1, clkinv_1 3
dfxtp_1 8, xor2_1 2, buf_2 2, inv_1 2, clkdlybuf4s50_1 132, mux2_2 6
inv_6 1, mux2i_1 34, edfxtp_1 128, clkbuf_1 1, nor4_1 2, o21ai_0 1
and2_1 2, a21oi_1 10, nor2_2 2, nand3b_1 1
-- metal layers --
layer | wire length [um] | share of wire [%] | GRT usage [%] | up-vias
li1 | - | - | - | 1742
met5 | 0 | 0 | 0 | -
met2 | 6290 | 47 | 31.9 | 201
met4 | 290 | 2.2 | 4.43 | 0
met3 | 1370 | 10 | 11.2 | 23
met1 | 5500 | 41 | 35.6 | 1826
-- cell families (layout without fill, tap and decap cells) --
kind of cell	count (synthesis)	after routing	share of synthesized area, %
DFF	173	173	72.2
muxes	81	81	19.5
AOI/OAI and AO/OA	22	22	2.05
and+or+nand+nor	64	64	4.46
buffers and inverters	20	189	1.36
xor gates and xnor gates	3	3	0.385
-- worst max-delay path, delay by kind of cell --
family	cells	cell delay, ns
buffers and inverters	2	0.80
muxes	2	1.00
-- stage by stage --
stage | hold slack (ns) | cell area (sq um) | instances
after detailed placement | 0.760 | 8450 | 668
after global routing | 0.743 | 9200 | 708
final | 0.719 | 9200 | 708
after floorplan | 0.611 | 6830 | 363
after global placement | 0.752 | 8450 | 668
after CTS | 0.731 | 9200 | 708
-- where the power goes --
group          switching [uW]  internal (uW)
clock                     934           1740
sequential               21.7           2730
combinational             182            315
No activity file was given, so power comes from the tool's default toggle rates.
