$ cat ./config.mk
export PLATFORM = sky130hd
export DESIGN_NAME = spi_core
export DESIGN_NICKNAME = spi_core
export VERILOG_FILES = /design/flow/design.v
export SDC_FILE = /design/flow/constraint.sdc
export NUM_CORES = 4
export LEC_CHECK = 1
export CORE_UTILIZATION = 40
$ cat ./constraint.sdc
current_design spi_core

set clk_period 10.0
set clk_io_pct 0.2

create_clock -name clk0 -period $clk_period [get_ports {clock}]

set non_clock_inputs [all_inputs -no_clocks]
set_input_delay [expr $clk_period * $clk_io_pct] -clock clk0 $non_clock_inputs
set_output_delay [expr $clk_period * $clk_io_pct] -clock clk0 [all_outputs]
$ cat ./design.v
`timescale 1ns / 1ps
module spi_core
    #(
        parameter BASE = 0,
        parameter WIDTH = 8,
        parameter CLK_IDLE = 0,
        parameter SEN_IDLE = 24'hffffff
    )
    (
        input clock, input reset,
        input set_stb, input [7:0] set_addr, input [31:0] set_data,
        output [31:0] readback,
        output reg readback_stb,
        output ready,
        output [WIDTH-1:0] sen,
        output sclk,
        output reg mosi,
        input miso,
        output [31:0] debug
    );
    reg [15:0] sclk_divider = 16'd9;
    reg [23:0] slave_select = 24'd1;
    reg [5:0] num_bits = 6'd24;
    reg datain_edge = 0;
    reg dataout_edge = 1;
    wire [31:0] mosi_data;
    wire trigger_spi;
    spi_core_setting_reg #(.my_addr(BASE+2),.width(32)) data_sr(
        .clk(clock),.rst(reset),.strobe(set_stb),.addr(set_addr),.in(set_data),
        .out(mosi_data),.changed(trigger_spi));
    localparam WAIT_TRIG = 0;
    localparam PRE_IDLE = 1;
    localparam CLK_REG = 2;
    localparam CLK_INV = 3;
    localparam POST_IDLE = 4;
    localparam IDLE_SEN = 5;
    reg [2:0] state;
    reg ready_reg;
    assign ready = ready_reg && ~trigger_spi;
    reg sclk_reg;
    assign sclk = sclk_reg;
    wire sen_is_idle = (state == WAIT_TRIG) || (state == IDLE_SEN);
    wire [23:0] sen24 = (sen_is_idle)? SEN_IDLE : (SEN_IDLE ^ slave_select);
    reg [WIDTH-1:0] sen_reg = SEN_IDLE;
    always @(posedge clock) begin
      if (reset) begin
        sen_reg <= SEN_IDLE;
      end else begin
        sen_reg <= sen24[WIDTH-1:0];
      end
    end
    assign sen = sen_reg;
    reg [31:0] dataout_reg;
    wire [31:0] dataout_next = {dataout_reg[30:0], 1'b0};
    always @(posedge clock)
      mosi <= dataout_reg[31];
    reg         miso_pipe, miso_pipe2;
    always @(posedge clock) begin
       miso_pipe2 <= miso;
       miso_pipe <= miso_pipe2;
    end
    reg [31:0] datain_reg;
    wire [31:0] datain_next = {datain_reg[30:0], miso_pipe};
    assign readback = datain_reg;
    reg [15:0] sclk_counter;
    wire sclk_counter_done = (sclk_counter == sclk_divider);
    wire [15:0] sclk_counter_next = (sclk_counter_done)? 0 : sclk_counter + 1;
    reg [6:0] bit_counter;
    wire [6:0] bit_counter_next = bit_counter + 1;
    wire bit_counter_done = (bit_counter_next == num_bits);
    always @(posedge clock) begin
        if (reset) begin
            state <= WAIT_TRIG;
            sclk_reg <= CLK_IDLE;
            ready_reg <= 0;
            readback_stb <= 1'b0;
        end
        else begin
            case (state)
            WAIT_TRIG: begin
                if (trigger_spi) state <= PRE_IDLE;
                readback_stb <= 1'b0;
                ready_reg <= ~trigger_spi;
                dataout_reg <= mosi_data;
                sclk_counter <= 0;
                bit_counter <= 0;
                sclk_reg <= CLK_IDLE;
            end
            PRE_IDLE: begin
                if (sclk_counter_done) state <= CLK_REG;
                sclk_counter <= sclk_counter_next;
                sclk_reg <= CLK_IDLE;
            end
            CLK_REG: begin
                if (sclk_counter_done) begin
                    state <= CLK_INV;
                    if (datain_edge  != CLK_IDLE)                     datain_reg  <= datain_next;
                    if (dataout_edge != CLK_IDLE && bit_counter != 0) dataout_reg <= dataout_next;
                    sclk_reg <= ~CLK_IDLE;  
                end
                sclk_counter <= sclk_counter_next;
            end
            CLK_INV: begin
                if (sclk_counter_done) begin
                    state <= (bit_counter_done)? POST_IDLE : CLK_REG;
                    bit_counter <= bit_counter_next;
                    if (datain_edge  == CLK_IDLE)                      datain_reg  <= datain_next;
                    if (dataout_edge == CLK_IDLE && ~bit_counter_done) dataout_reg <= dataout_next;
                    sclk_reg <= CLK_IDLE;  
                end
                sclk_counter <= sclk_counter_next;
            end
            POST_IDLE: begin
                if (sclk_counter_done) state <= IDLE_SEN;
                sclk_counter <= sclk_counter_next;
                sclk_reg <= CLK_IDLE;
            end
            IDLE_SEN: begin
                if (sclk_counter_done) begin
                  ready_reg <= 1'b1;
                  readback_stb <= 1'b1;
                  state <= WAIT_TRIG;
                end
                sclk_counter <= sclk_counter_next;
                sclk_reg <= CLK_IDLE;
            end
            default: state <= WAIT_TRIG;
            endcase  
        end
    end
    assign debug = {
        trigger_spi, state,  
        sclk, mosi, miso, ready,  
        1'b0, bit_counter[6:0],  
        sclk_counter_done, bit_counter_done,  
        sclk_counter[5:0]  
    };
endmodule  
module spi_core_setting_reg
  #(parameter my_addr = 0, 
    parameter awidth = 8,
    parameter width = 32,
    parameter at_reset=0)
    (input clk, input rst, input strobe, input wire [awidth-1:0] addr,
     input wire [31:0] in, output reg [width-1:0] out, output reg changed);
   always @(posedge clk)
     if(rst)
       begin
      out <= at_reset;
      changed <= 1'b0;
       end
     else
       if(strobe & (my_addr==addr))
     begin
        out <= in[width-1:0];
        changed <= 1'b1;
     end
       else
     changed <= 1'b0;
endmodule  
$ cat ./run.sh
#!/bin/bash
# OpenROAD 26Q1-2900-gdf79404cd8, Yosys 0.63+post, stock flow scripts
make -C /OpenROAD-flow-scripts/flow DESIGN_CONFIG=/design/flow/config.mk WORK_HOME=/design/flow/orfs finish
==> results.yml <==
# generated from flow reports
status:
  status: "finished clean"
timing:
  timing.final.crit_share_pct: 49.29
  rsz_0062_raised_after_global_routing: "false"
  fin_skew_ns: 0.008601
  period_minus_slack_ns: 4.929
  setup_tns_ns: 0
  tightestPinTransition_ns: 0.5901
  remaining_max_slew_budget_at_the_tightest_pin_pct: 60.66
  timing.final.max_slew_violations: 0
  timing.final.setup_violations: 0
  upper_clock_frequency_limit_ghz: 0.2029
  pnr_worst_setup_slack_ns: 5.071
  count_of_final_hold_check_violations: 0
drt:
  drt-total-wl_microns: 10030
  vias: 3391
  viasPerCell: 4.824
  drt_iter0_markers: 198
  post-route-drc-count: 0
  drtPass1Iterations: 4
  antenna_cells: 0
  drt.antenna.violating_nets: 0
  routed_wire_length_per_instance_microns: 14.27
grt:
  grt_start_max_net_pins: 45
  global_route.usage.total_pct: 15.29
  antenna_found_initial: 0
  via_count_of_the_first_global_routing_pass: 3238
  grt_first_pass_wirelength_microns: 16100
  grt_remaining_overflow: 0
cts:
  cts.clk_slew.worst_paths_ns: 0.06
  clock_tree.root_cell: "sky130_fd_sc_hd__clkbuf_16"
  tritoncts: "yes"
  cts_repair_resize_count: 0
  cts-htree-levels: 4
  cts_sinks: 130
  post-cts-setup-buffer-count: 0
  cts.hold.buffers_added: 0
  clock_latency_ns: 0.41
  clock_path_buffers: 2
  number_of_buffers_added_by_the_clock_tree_synthesis_step: 17
finish:
  drive_above_1_share_pct: 15.56
  finish.cell_count_without_fillers: 703
  layout_top_cells: "sky130_fd_sc_hd__clkdlybuf4s50_1, sky130_fd_sc_hd__edfxtp_1, sky130_fd_sc_hd__nor2_1, sky130_fd_sc_hd__dfxtp_1, sky130_fd_sc_hd__mux2i_1"
  fill_cells: 1074
  areaGrowthSynthToFinish_pct: 30.60
  lay_top_count: "sky130_fd_sc_hd__clkdlybuf4s50_1"
critical_path:
  critical_path.reg2reg.startpoint: "sclk_counter[1]$_SDFFCE_PP0P_"
  cp_slowest_cell: "sky130_fd_sc_hd__clkdlybuf4s50_1"
  worstPathCellList: "clkdlybuf4s50_1, clkdlybuf4s50_1"
  r2r_end: "datain_reg[3]$_DFFE_PP_"
  critical_path_peak_fanout: 2
  crit_path_frequent_cell: "sky130_fd_sc_hd__clkdlybuf4s50_1"
  start_kind: "primary input"
  worst-r2r-setup-slack_ns: 7.47
  critical_path.endpoint_type: "output port"
  critical_path_buf_inv_count: 2
  worst_ep_required_time_ns: 8.00
  timing.critical_path.from: "miso"
  timing_worst_setup_path_type: "primary input to output port"
  critPathCapture: "debug[17]"
  critPathTopFamily: "buffers and inverters"
  critical_path_depth: 2
  max_stage_delay_ns: 0.47
  worst_reg_to_reg_path_cell_count: 7
  crit_arrival_ns: 2.93
synth:
  yosys.stat.chipArea_sq_um: 5492
  synthesized_area_sq_um: 5492
  synth_cell_types: 48
  synth-edff-count: 87
  ys_async_sr_fraction_pct: 0
  synth-warning-count: 2
  yosysCellCount: 417
  synthCells: 417
  ys_seq_share_pct: 63.25
  dominantRegCellSynth: "sky130_fd_sc_hd__edfxtp_1"
  ys_seq_elements: 130
  synth.avg_cell_area_sq_um: 13.17
die:
  coreArea_sq_um: 13300
  die_area_sq_um: 14200
  row_count: 42
  fp.dieW_microns: 119.2
  starting_density_of_the_core_pct: 41.30
  die_y_microns: 119.2
  ios: 120
placement:
  io_buffer_count: 103
  post-place-cells: 671
  hpwl_microns: 6253
  placement.setup.worst_slack_ns: 5.065
  gp_congestion: 0.8058
run:
  warning_count: 27
  drv_cap: 0
power_and_ir_drop:
  power_per_cell_area_nw_per_um2: 172.8
  leakagePower_nw: 2.780
  irDropWorstVdd_uv: 117.5
hold_path:
  holdCritPathClass: "flop to flop"
## cell usage after synthesis (8+ instances only)
cell type | n | area, sq um
sky130_fd_sc_hd__mux2i_1 | 33 | 330.3
sky130_fd_sc_hd__edfxtp_1 | 87 | 2613
sky130_fd_sc_hd__dfxtp_1 | 43 | 860.8
sky130_fd_sc_hd__nand4_1 | 9 | 56.30
sky130_fd_sc_hd__mux2_2 | 31 | 349.1
sky130_fd_sc_hd__buf_4 | 29 | 217.7
sky130_fd_sc_hd__nand2_1 | 9 | 33.78
sky130_fd_sc_hd__clkbuf_1 | 12 | 45.04
sky130_fd_sc_hd__nor2_1 | 59 | 221.5
sky130_fd_sc_hd__nor3_1 | 8 | 40.04
sky130_fd_sc_hd__xnor2_1 | 9 | 78.83
## cell families after synthesis
family	synth area share, %
muxes	12.37
buffers and inverters	5.810
adders and majority gates	0.9114
DFF	63.25
other	0.1368
xor gates and xnor gates	2.552
and+or+nand+nor	11.92
AOI/OAI and AO/OA	3.053
## routing by layer
| metal | GRT usage [%] | vias up | part of all wire [%] |
|---|---|---|---|
| li1 | - | 1665 | - |
| met1 | 23.78 | 1597 | 46 |
| met2 | 21.84 | 120 | 44 |
| met3 | 6.507 | 9 | 9.3 |
| met4 | 1.978 | 0 | 1.1 |
| met5 | 0 | - | 0 |
## per-stage QoR
stage	instance area (sq um)	hold slack, ns	power [mW]	util (%)
4_1_cts	7172	0.3255	1.255	53.94
3_3_place_gp	6570	0.3111	0.6367	49.42
5_1_grt	7172	0.3400	1.284	53.94
2_1_floorplan	5544	0.3096	0.6145	-
6_report	7172	0.3249	1.240	53.94
3_5_place_dp	6570	0.3121	0.6369	49.42
## power breakdown
group / internal, mW / leakage (nW) / switching, mW / total, mW
logic: 0.0246 / 1.29 / 0.0151 / 0.0397
clock network: 0.401 / 0.291 / 0.213 / 0.614
registers: 0.579 / 1.20 / 0.00692 / 0.586
## worst min path at each step
stage                       from  cells after the start                end  slack, ns
CTS           miso_pipe2$_DFF_P_                      0  miso_pipe$_DFF_P_       0.33
global route  miso_pipe2$_DFF_P_                      0  miso_pipe$_DFF_P_       0.34
finish        miso_pipe2$_DFF_P_                      0  miso_pipe$_DFF_P_       0.32
## area by class of cell
class / instances / area (sq um) / share of cell area, %
inverter: 7 / 26.28 / 0.3664
tap: 176 / 220.2 / 3.070
multi-input combinational: 248 / 1772 / 24.70
sequential: 130 / 3473 / 48.43
timing repair buffer: 110 / 1079 / 15.04
clock buffer: 24 / 503.0 / 7.013
clock inverter: 8 / 98.84 / 1.378
Power figures rest on the tool's default switching activity, not on a simulated workload.
