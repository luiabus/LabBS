==> design/flow/design.v <==
module bs_axi_if # (
    localparam integer C_S_AXI_DATA_WIDTH = 32,
    localparam integer C_S_AXI_ADDR_WIDTH = 16
) (
    input wire                                  s_axi_aclk,
    input wire                                  s_axi_aresetn,
    input wire [C_S_AXI_ADDR_WIDTH-1:0]         s_axi_awaddr,
    input wire                                  s_axi_awvalid,
    output logic                                s_axi_awready,
    input wire [C_S_AXI_DATA_WIDTH-1:0]         s_axi_wdata,   
    input wire [(C_S_AXI_DATA_WIDTH/8)-1:0]     s_axi_wstrb,
    input wire                                  s_axi_wvalid,
    output logic                                s_axi_wready,
    output logic [1:0]                          s_axi_bresp,
    output logic                                s_axi_bvalid,
    input wire                                  s_axi_bready,
    input wire [C_S_AXI_ADDR_WIDTH-1:0]         s_axi_araddr,
    input wire                                  s_axi_arvalid,
    output logic                                s_axi_arready,
    output logic [C_S_AXI_DATA_WIDTH-1:0]       s_axi_rdata,
    output logic [1:0]                          s_axi_rresp,
    output logic                                s_axi_rvalid,
    input wire                                  s_axi_rready,
    output logic            utc_time_update,
    output [5:0]            utc_time_second,
    output [5:0]            utc_time_minute,
    output [4:0]            utc_time_hour,
    output [4:0]            utc_time_day,
    output [3:0]            utc_time_month,
    output [7:0]            utc_time_year,
    output logic [7:0]      channel_enable,
    output logic            tstamp_patch_en,
    output logic            msg_wr_en,
    output logic [3:0]      msg_wr_strb,
    output logic [2:0]      msg_channel,
    output logic [7:0]      msg_offset,
    output logic [31:0]     msg_data
);
    wire            axi_wr_en =  s_axi_wready;
    wire [C_S_AXI_ADDR_WIDTH-1:0]     axi_waddr = s_axi_awaddr;
    wire [31:0]     axi_wdata = s_axi_wdata;
    wire            reg_wr_en = axi_wr_en;
    wire [C_S_AXI_ADDR_WIDTH-1:2]     reg_wr_index = axi_waddr[C_S_AXI_ADDR_WIDTH-1:2];
    wire [31:0]     reg_wr_data = axi_wdata;
    wire            axi_rd_en = s_axi_arvalid && s_axi_arready;
    wire [C_S_AXI_ADDR_WIDTH-1:0]     axi_raddr = s_axi_araddr;
    wire [C_S_AXI_ADDR_WIDTH-1:2]     reg_rd_index = axi_raddr[C_S_AXI_ADDR_WIDTH-1:2];
    logic [31:0]    axi_rdata;
    logic [31:0]    reg_rd_data;
    assign          s_axi_rdata = axi_rdata;
    wire reg_0_wen = axi_wr_en && reg_wr_index == 0;
    wire reg_1_wen = axi_wr_en && reg_wr_index == 1;
    wire reg_3_wen = axi_wr_en && reg_wr_index == 3;
    wire reg_4_wen = axi_wr_en && reg_wr_index == 4;
    always_ff @(posedge s_axi_aclk or negedge s_axi_aresetn) begin
        if (~s_axi_aresetn) begin
            s_axi_awready <= 0;
            s_axi_wready  <= 0;
            s_axi_bvalid  <= 0;
        end else begin
            if ((s_axi_awvalid && s_axi_wvalid) && !s_axi_awready && !(s_axi_bvalid && !s_axi_bready)) begin  
                s_axi_awready <= 1;
                s_axi_wready <= 1;
            end else begin
                s_axi_awready <= 0;
                s_axi_wready <= 0;
            end
            if (axi_wr_en) begin
                s_axi_bvalid <= 1;
            end else if (s_axi_bready) begin
                s_axi_bvalid <= 0;
            end
        end
    end
    assign s_axi_bresp = '0;
    always_ff @(posedge s_axi_aclk or negedge s_axi_aresetn) begin
        if (~s_axi_aresetn) begin
            s_axi_arready <= 0;
            s_axi_rvalid  <= 0;
            axi_rdata     <= 'x;
        end else begin
            if (s_axi_rvalid && !s_axi_rready) begin  
                s_axi_arready <= 0;
            end else if (s_axi_arvalid) begin
                s_axi_arready <= 0;
            end else begin
                s_axi_arready <= 1;
            end
            if (axi_rd_en) begin
                s_axi_rvalid <= 1;
                axi_rdata <= reg_rd_data;
            end else if (s_axi_rready) begin
                s_axi_rvalid <= 0;
            end
        end
    end
    assign s_axi_rresp = '0;
    logic [31:0] reg_0;  
    logic [31:0] reg_1;  
    logic [31:0] reg_3;  
    logic [31:0] reg_4;  
    always_ff @(posedge s_axi_aclk or negedge s_axi_aresetn) begin
        if (~s_axi_aresetn) begin
            reg_0 <= '0;
            reg_1 <= '0;
            reg_3 <= '0;
            reg_4 <= '0;
        end else begin
            if (reg_0_wen) begin
                reg_0 <= reg_wr_data;
            end
            if (reg_1_wen) begin
                reg_1 <= reg_wr_data;
            end
            if (reg_3_wen) begin
                reg_3 <= reg_wr_data;
            end
            if (reg_4_wen) begin
                reg_4 <= reg_wr_data;
            end
        end
    end
    always_ff @(posedge s_axi_aclk) begin
        if (axi_rd_en) begin
            case (axi_raddr[11:2])
                'h00: reg_rd_data <= reg_0;
                'h01: reg_rd_data <= reg_1;
                'h03: reg_rd_data <= reg_3;
                'h04: reg_rd_data <= reg_4;
                default:
                    reg_rd_data <= '0;
            endcase
        end
    end
    always_ff @(posedge s_axi_aclk or negedge s_axi_aresetn) begin
        if (~s_axi_aresetn) begin
            utc_time_update <= 0;
        end else begin
            utc_time_update <= axi_wr_en && reg_wr_index == 2 && reg_wr_data[31];
        end
    end
    always_ff @(posedge s_axi_aclk or negedge s_axi_aresetn) begin
        if (~s_axi_aresetn) begin
            msg_wr_en   <= 0;
            msg_wr_strb <= 'x;
            msg_channel <= 'x;
            msg_offset  <= 'x;
            msg_data    <= 'x;
        end else begin
            if (s_axi_awvalid && s_axi_awready && s_axi_awaddr[15:12] == 1) begin
                msg_wr_en   <= 1;
                msg_wr_strb <= s_axi_wstrb;
                msg_channel <= s_axi_awaddr[10:8];  
                msg_offset  <= {2'b0, s_axi_awaddr[7:2]};  
                msg_data    <= s_axi_wdata;
            end else begin
                msg_wr_en   <= 0;
            end
        end
    end
    assign utc_time_second = reg_0[0+:6];
    assign utc_time_minute = reg_0[8+:6];
    assign utc_time_hour   = reg_0[16+:5];
    assign utc_time_day    = reg_1[0+:5];
    assign utc_time_month  = reg_1[8+:4];
    assign utc_time_year   = reg_1[16+:8];
    assign channel_enable  = reg_3[0+:8];
    assign tstamp_patch_en = reg_4[0];
endmodule : bs_axi_if
==> design/flow/run.sh <==
#!/bin/bash
# OpenROAD 26Q1-2900-gdf79404cd8, Yosys 0.63+post, stock flow scripts
make -C /OpenROAD-flow-scripts/flow DESIGN_CONFIG=/design/flow/config.mk WORK_HOME=/design/flow/orfs finish
==> design/flow/config.mk <==
export PLATFORM = sky130hd
export DESIGN_NAME = bs_axi_if
export DESIGN_NICKNAME = bs_axi_if
export VERILOG_FILES = /design/flow/design.v
export SDC_FILE = /design/flow/constraint.sdc
export NUM_CORES = 4
export LEC_CHECK = 1
export CORE_UTILIZATION = 40
==> design/flow/constraint.sdc <==
current_design bs_axi_if

set clk_period 5.1
set clk_io_pct 0.2

create_clock -name clk0 -period $clk_period [get_ports {s_axi_aclk}]

set non_clock_inputs [all_inputs -no_clocks]
set_input_delay [expr $clk_period * $clk_io_pct] -clock clk0 $non_clock_inputs
set_output_delay [expr $clk_period * $clk_io_pct] -clock clk0 [all_outputs]
==> results_dict.tcl <==
# implementation run metrics
set metrics [dict create \
    cts_hold_buf 0 \
    intPower_w 0.00344 \
    cp-start-kind "input port" \
    syn_area_sq_um 10600 \
    avgViaCountPerCell 5.24 \
    cp.required_ns 5.51 \
    antenna_left 0 \
    outcome "finished clean" \
    numClockSinks 243 \
    cpMaxStageDelayCell "or4_2" \
    port_buffers 193 \
    hold_ws_ns 0.470 \
    ys_seq_share_pct 59.0 \
    startpoint "s_axi_awaddr[13]" \
    drive_above_1_share_pct 33.9 \
    ios 208 \
    wirelength_um 23600 \
    syn_inst 736 \
    syn_avg_cell_area_sq_um 14.4 \
    tool_warnings 35 \
    slew-limit-headroom_pct 40.0 \
    drtIter0Drc 363 \
    nFillCells 2104 \
    async_flop_share_pct 86.8 \
    chip_area_sq_um 27100 \
    reg2reg_from "s_axi_awready" \
    placed_cells 1184 \
    ctsResizeCount 0 \
    ys_seq_elements 243 \
    final_hold_viol_count 0 \
    vdd_ir_drop_max_v 0.000219 \
    ff_type "dfrtp_1" \
    seqCellArea_sq_um 6240 \
    antenna_found_initial 0 \
    lay_top_cells "dfrtp_1 (211), clkdlybuf4s50_1 (189), mux2_2 (170)" \
    worstMarginPinSlew_ns 0.897 \
    grt_pass1_wl_um 37400 \
    final_util_pct 51.5 \
    drv_cap 0 \
    syn2layout_area_growth_pct 26.5 \
    root_buffer "clkbuf_16" \
    clkPwrFrac_pct 42.5 \
    initCoreUtil_pct 40.7 \
    final_cells 1234 \
    row_count 59 \
    finalCritPeriodShare_pct 68.2 \
    clkSlewWorstSetupHoldPaths_ns 0.06 \
    period_minus_slack_ns 3.48 \
    power_frac_comb_pct 9.5 \
    die.size.x_um 165 \
    crit_family "simple AND/OR/NAND/NOR gates" \
    timing.rr.end "reg_4[23]" \
    cts_setup_buffers 0 \
    logic_area_sq_um 3800 \
    crit_chain "clkdlybuf4s50_1, or4b_1, or4_2, buf_4, mux2_4" \
    tritoncts "built" \
    die_height_um 165 \
    place_area_sq_um 12500 \
    cp-end-kind "flop" \
    tns_ns 0 \
    power.density_nw_per_um2 329 \
    coreArea_sq_um 26000 \
    power_leakage_nw 5.92 \
    fmax_mhz 287 \
    antennaDiodeCount 0 \
    p_sw_share_pct 21.9 \
    slew_violations 0 \
    yosys.area.top_type "dfrtp_1" \
    grt_pass1_vias 6653 \
    synth.area.top_cells "dfrtp_1 (50%), mux2_2 (18%), edfxtp_1 (9.1%)" \
    fin_skew_ns 0.00647 \
    critPathKind "input port to flop" \
    p_sw_w 0.000965 \
    route.detailed.drc 0 \
    power.share.sequential_pct 48.0 \
    fin_area_sq_um 13400 \
    hold_class "input port to async pin" \
    edf_count 32 \
    htree_levels 1 \
    grt-ovfl-total 0 \
    rr_worst_depth 4 \
    clockBufferDepth 3 \
    ys_cells 736 \
    netlist-cell-type-count 32 \
    dp_hpwl_um 14300 \
    cts_made_buffers 27 \
    crit_buf_inv 2 \
    slowest_delay_ns 0.95 \
    worstSetupPathDepth 5 \
    layout.cells.most_common "dfrtp_1" \
    grt_use_total_pct 18.7 \
    gp_congestion 0.779 \
    setup_viol 0 \
    worstPathArrival_ns 3.89 \
    r2r_slack_ns 2.18 \
    cp_max_fo 22 \
    avgRoutedWirePerCell_um 19.2 \
    grt_max_degree 135 \
    rsz0062_at_grt "false" \
    synth_warnings 1 \
    dr.pass1.iters 4 \
    ys_area_sq_um 10600 \
    clkLatencyLatePin_ns 0.53 \
    num_vias 6463 \
    top_area_share_pct 49.9 \
]
-- metrics by stage --
| stage | worst slack (ns) | power, W |
|---|---|---|
| after floorplan | 2.24 | 0.00225 |
| after global placement | 1.10 | 0.00257 |
| after detailed placement | 1.08 | 0.00257 |
| after CTS | 1.63 | 0.00447 |
| after global routing | 1.58 | 0.00459 |
| final | 1.62 | 0.00440 |
-- worst max path at each step --
stage	end	slack, ns
4_1_cts	reg_4[23]	1.63
5_1_grt	reg_4[23]	1.58
6_report	reg_4[23]	1.62
-- sequential cells by signal, indices dropped and copies added (netlist names), 3 cells and up --
| name | flops |
|---|---|
| axi_rdata | 32 |
| msg_channel | 3 |
| msg_data | 32 |
| msg_offset | 6 |
| msg_wr_strb | 4 |
| reg_0 | 32 |
| reg_1 | 32 |
| reg_3 | 32 |
| reg_4 | 32 |
| reg_rd_data | 32 |
-- cell usage after synthesis, types with 2 or more instances --
| library cell | instances |
|---|---|
| buf_4 | 49 |
| inv_1 | 4 |
| a31oi_1 | 32 |
| mux2_4 | 30 |
| buf_6 | 3 |
| nor2_1 | 2 |
| or4_4 | 2 |
| nor4_1 | 2 |
| or2_2 | 32 |
| nand2_1 | 35 |
| edfxtp_1 | 32 |
| or3b_2 | 2 |
| buf_2 | 16 |
| a221oi_1 | 32 |
| dfrtp_1 | 211 |
| nor4_2 | 3 |
| a21o_1 | 2 |
| mux2i_1 | 32 |
| mux2_1 | 5 |
| clkbuf_1 | 25 |
| mux2_2 | 170 |
| buf_1 | 5 |
-- power groups by stage --
stage	combinational, W	clock, W	sequential (W)
global route	0.000463	0.00200	0.00213
CTS	0.000428	0.00193	0.00211
finish	0.000418	0.00187	0.00211
-- metal layers --
layer	GRT usage [%]	vias to the layer above	share of wire, %
met5	0	-	0
met4	3.38	0	2.0
met3	5.61	32	8.1
met2	27.5	221	46
met1	29.1	3302	44
li1	-	2908	-
-- area by class of cell --
class	count	area share, %
Clock buffer	35	5.72
Clock inverter	15	0.785
Inverter	4	0.112
Multi-Input combinational cell	396	28.4
Sequential cell	243	46.6
Tap cell	335	3.13
Timing Repair Buffer	206	15.3
-- cells by family after synthesis --
kind of cell | synth area share, %
compound gates | 4.73
buf+inv | 5.76
flops | 59.0
mux | 25.9
other cells | 0.0354
simple gates | 4.61
Power figures rest on the tool's default switching activity, not on a simulated workload.
